### flow/design.v
module dsadsa(clk, reset, a, c, am, out);
    input clk;
    input reset;
    output reg[3:0] a;
    output reg[24:0] c=0;
    output reg[3:0] am;
    output reg[7:0] out;
always@(posedge clk)
c=c+1;
always@(posedge c[24])
begin
	if (reset)
	a=0;
	else if (a==4'd9)
	a=0;
	else
	a=a+1;
end
always@(a)
begin
if 		(a==4'd0) begin out=8'b00000011; am=4'b1110; end
else if  (a==4'd1) begin out=8'b10011111; am=0; end
else if  (a==4'd2) begin out=8'b00100101; am=0; end
else if  (a==4'd3) begin out=8'b00001101; am=0; end
else if  (a==4'd4) begin out=8'b10011001; am=0; end
else if  (a==4'd5) begin out=8'b01001001; am=0; end
else if  (a==4'd6) begin out=8'b11000001; am=0; end
else if  (a==4'd7) begin out=8'b00011011; am=0; end
else if  (a==4'd8) begin out=8'b00000001; am=0; end
else if  (a==4'd9) begin out=8'b00001001; am=0; end
end
endmodule
### flow/run.sh
#!/bin/bash
# OpenROAD 26Q1-2900-gdf79404cd8, Yosys 0.63+post, stock flow scripts
make -C /OpenROAD-flow-scripts/flow DESIGN_CONFIG=/design/flow/config.mk WORK_HOME=/design/flow/orfs finish
### flow/config.mk
export PLATFORM = sky130hd
export DESIGN_NAME = dsadsa
export DESIGN_NICKNAME = dsadsa
export VERILOG_FILES = /design/flow/design.v
export SDC_FILE = /design/flow/constraint.sdc
export NUM_CORES = 4
export LEC_CHECK = 1
export CORE_AREA = 10 10 95 95
export DIE_AREA = 0 0 105 105
### flow/constraint.sdc
current_design dsadsa

set clk_period 5.6
set clk_io_pct 0.2

create_clock -name clk0 -period $clk_period [get_ports {clk}]

set non_clock_inputs [all_inputs -no_clocks]
set_input_delay [expr $clk_period * $clk_io_pct] -clock clk0 $non_clock_inputs
set_output_delay [expr $clk_period * $clk_io_pct] -clock clk0 [all_outputs]
==> metrics.csv <==
metric;value;unit
top_layer_used;met4;
r2r-start;c[0];
end_kind;primary output;
cpMaxStageDelayCell;clkdlybuf4s50_1;
synth_area;1460;µm²
grt_pass1_vias;1029;
ys.warnings.count;1;
num_rows;30;
intPower;228;µW
cts_buffers;3;
leakagePower;0.000731;µW
cp_num_buf_inv;1;
r2r-end;c[24];
period_minus_slack;2.35;ns
fmax;426;MHz
die_area;11000;µm²
grt_pass1_wl;5160;µm
peakVddDrop;0.110;mV
yosysCellCount;153;
path_cells;clkdlybuf4s50_1;
holdPathStages;1;
synth_top_area_share;0.397;
grt_max_degree;15;
gp_congestion;0.828;
untimed_endpoints;26;
cp.required;4.48;ns
topCellsByArea;dfxtp_1, xnor2_1, dlxtn_1;
syn_inst;153;
synthToLayoutAreaGrowth;35.7;%
p_sw_frac;0.204;
grt.overflow.total;0;
finalWirelength;3140;µm
placed_cell_area;1940;µm²
die_x;105;µm
combPwrFrac;0.005;
syn_area_per_cell;9.56;µm²
r2r_slack;3.94;ns
htreeDepth;1;
powerDensity;144;nW/µm²
rsz0062_at_grt;no;
antenna_found_initial;0;
cts_buffer_depth;2;
warnings;28;
fin_setup_tns;0;ns
detail_route.first_pass.iterations;6;
critPathKind;reg -> out;
synth_flops;37;
r2r_cells;5;
final_antenna_net_count;0;
cp_max_fo;6;
clock_power_share;0.375;
fin_util;0.287;
wl_per_cell;11.0;µm
cts_tree;built;
wl_met1;1510;µm
drv_slew;0;
outcome;complete, no violations;
lay_top_count;clkdlybuf4s50_1;
cts_root_buf;clkbuf_8;
place_hpwl;2480;µm
clk_pin_slew;0.09;ns
track_usage;0.0541;
power.switching;58.3;µW
post-cts-setup-buffers;0;
antenna_cells;0;
fin_skew;0.00695;ns
setup_viol;0;
clk-insertion-delay-late;0.27;ns
whs_endpoint;c[0];
wl_met3;334;µm
unclocked_pins;12;
fin_area;1980;µm²
power.total;286;µW
wl_met2;1280;µm
ys_types;28;
drt-initial-drc-count;22;
finalCritPeriodShare;0.419;
yosys_area;1460;µm²
core-area;6910;µm²
cp_slowest_stage_delay;0.52;ns
routed_via_density;3.90;
io_pins;43;
initial_utilization;0.212;
cts_hold_buf;0;
yosysTopAreaCell;dfxtp_1;
min_path_type;reg -> reg;
cts_resized;0;
drive_above_1_share;0.0476;
drc;0;
io_buffers;40;
hp-start;c[0];
crit_family;buffers and inverters;
start_kind;register;
hold_violations;0;
vias;1111;
holdWs;0.433;ns
cp.arrival;1.23;ns
pwr-share-seq;0.620;
maxCapViolCount;0;
die_h;105;µm
lay_top_cells;clkdlybuf4s50_1, dfxtp_1, xnor2_1, nor2_1, nand3_1;
## cell usage after synthesis
library cell / n
nor2_1: 13
nor3_1: 7
a31oi_1: 1
nand2_1: 6
nor4_4: 1
conb_1: 2
nor3_2: 2
o21ai_0: 2
nand4_4: 1
nor4_1: 1
mux2i_1: 1
dlxtn_1: 8
nand4_1: 6
a2111oi_0: 1
dfxtp_1: 29
clkbuf_1: 4
nand4_2: 1
xor2_1: 6
a21oi_1: 5
buf_4: 4
nor3b_1: 2
and3_1: 6
ha_1: 5
xnor2_1: 18
inv_1: 8
a22oi_1: 1
nand3_1: 11
nor2b_1: 1
## worst max-delay path by stage
stage | from | endpoint | slack [ns] | depth (start not counted)
CTS | c[24] | c[24] | 3.23 | 1
global route | c[24] | c[24] | 3.17 | 1
finish | c[24] | c[24] | 3.25 | 1
## layout make-up
| class | count | area [µm²] |
|---|---|---|
| fill | 734 | 4920 |
| clock inverter | 1 | 5.00 |
| inverter | 8 | 30.0 |
| clock buffer | 3 | 41.3 |
| sequential | 37 | 701 |
| timing repair buffer | 40 | 400 |
| tap | 96 | 120 |
| multi-input combinational | 100 | 687 |
## power by group through the flow
| stage | combinational [µW] | sequential [µW] | clock [µW] |
|---|---|---|---|
| final | 1.34 | 178 | 108 |
| after global routing | 1.52 | 178 | 118 |
| after CTS | 1.40 | 178 | 109 |
## sequential cells by signal (all words and copies together), names as in the netlist
| name | count |
|---|---|
| am | 1 |
| a | 4 |
| c | 25 |
| out | 7 |
## stage by stage
stage / cells / setup WS [ns]
floorplan: 153 / 4.10
global placement: 281 / 3.56
detailed placement: 281 / 3.53
CTS: 285 / 3.23
global route: 285 / 3.17
finish: 285 / 3.25
## per-layer routing
| layer | vias to the layer above | track usage |
|---|---|---|
| met4 | 0 | 0.00588 |
| met2 | 34 | 0.0845 |
| met3 | 4 | 0.0255 |
| met1 | 492 | 0.0690 |
| li1 | 581 | - |
| met5 | - | 0 |
## cell families (layout without fill, tap and decap cells)
logic type               count (synthesis)  in the layout  share of synthesized area
AND-OR/OR-AND                           10             10                     0.0394
XOR/XNOR                                24             24                      0.144
adder cells (fa/ha/maj)                  5              5                     0.0428
buffers and inverters                   16             52                     0.0513
flip-flops                              29             29                      0.397
latches                                  8              8                     0.0821
multiplexers                             1              1                    0.00684
other                                    2              2                    0.00513
AND/OR/NAND/NOR                         58             58                      0.232
Power figures rest on the tool's default switching activity, not on a simulated workload.
