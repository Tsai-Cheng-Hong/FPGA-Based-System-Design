## flow/design.v

```verilog
module jhgj(clk, reset, g, c, am,out,led,r,y);
    input clk;
    input reset;
    output reg[4:0] g;
    output reg[4:0] r;
    output reg[4:0] y;
    output reg[25:0] c;
    output reg[3:0] am;
	 output reg[7:0] out;
	 output reg[7:0] led;
always@(posedge clk)
c=c+1;
always@(posedge c[25])
begin
	if (reset || r==0)
	begin
	g=5; 
	end
	else if (g==0)
	g=19;
   else
	g=g-1;
end
always@(posedge c[25])
begin
	if (reset || r==0)
	y=8;
	else if (y==0)
	y=19;
	else
	y=y-1;
end
always@(posedge c[25])
begin
	if (reset)
	r=14;
	else if (r==0)
	r=14;
	else
	r=r-1;
end
always@(c)
begin
if (c[14]==0) am=4'b1110;
if (c[15]==0) am=4'b1101;
if (c[16]==0) am=4'b1011;
end
always@(g)
begin
	if (am==4'b1110)
		begin
		if (g==0)  begin out=8'b00000011; led=8'b00000001; end
 else if (g==1)  begin out=8'b10011111; led=8'b00000001; end
 else if (g==2)  begin out=8'b00100101; led=8'b00000001; end
 else if (g==3)  begin out=8'b00001101; led=8'b00000001; end
 else if (g==4)  begin out=8'b10011001; led=8'b00000001; end
 else if (g==5)  begin out=8'b01001001; led=8'b00000001; end
 else if (g==6)  begin out=8'b11111111; led=8'b00000000; end
 else if (g==7)  begin out=8'b11111111; led=8'b00000000; end
 else if (g==8)  begin out=8'b11111111; led=8'b00000000; end
 else if (g==9)  begin out=8'b11111111; led=8'b00000000; end
 else if (g==10) begin out=8'b11111111; led=8'b00000000; end
 else if (g==11) begin out=8'b11111111; led=8'b00000000; end
 else if (g==12) begin out=8'b11111111; led=8'b00000000; end
 else if (g==13) begin out=8'b11111111; led=8'b00000000; end
 else if (g==14) begin out=8'b11111111; led=8'b00000000; end
 else if (g==15) begin out=8'b11111111; led=8'b00000000; end
 else if (g==16) begin out=8'b11111111; led=8'b00000000; end
 else if (g==17) begin out=8'b11111111; led=8'b00000000; end
 else if (g==18) begin out=8'b11111111; led=8'b00000000; end
 else if (g==19) begin out=8'b11111111; led=8'b00000000; end
		end	 
else if (am==4'b1101)	 
	begin
		if (y==0) begin out=8'b00000011; led=8'b00000010; end
 else if (y==1) begin out=8'b10011111; led=8'b00000010; end
 else if (y==2) begin out=8'b00100101; led=8'b00000010; end
 else if (y==3) begin out=8'b11111111; led=8'b00000000; end
 else if (y==4) begin out=8'b11111111; led=8'b00000000; end
 else if (y==5) begin out=8'b11111111; led=8'b00000000; end
 else if (y==6) begin out=8'b11111111; led=8'b00000000; end
 else if (y==7) begin out=8'b11111111; led=8'b00000000; end
 else if (y==8) begin out=8'b11111111; led=8'b00000000; end
 else if (y==9)  begin out=8'b11111111; led=8'b00000000; end
 else if (y==10) begin out=8'b11111111; led=8'b00000000; end
 else if (y==11) begin out=8'b11111111; led=8'b00000000; end
 else if (y==12) begin out=8'b11111111; led=8'b00000000; end
 else if (y==13) begin out=8'b11111111; led=8'b00000000; end
 else if (y==14) begin out=8'b11111111; led=8'b00000000; end
 else if (y==15) begin out=8'b11111111; led=8'b00000000; end
 else if (y==16) begin out=8'b11111111; led=8'b00000000; end
 else if (y==17) begin out=8'b11111111; led=8'b00000000; end
 else if (y==18) begin out=8'b11111111; led=8'b00000000; end
 else if (y==19) begin out=8'b11111111; led=8'b00000000; end
	end
else if (am==4'b1011)
	begin
		if (r==0)  begin out=8'b00000011; led=8'b00000100; end
 else if (r==1)  begin out=8'b10011111; led=8'b00000100; end
 else if (r==2)  begin out=8'b00100101; led=8'b00000100; end
 else if (r==3)  begin out=8'b00001101; led=8'b00000100; end
 else if (r==4)  begin out=8'b10011001; led=8'b00000100; end
 else if (r==5)  begin out=8'b01001001; led=8'b00000100; end
 else if (r==6)  begin out=8'b11111111; led=8'b00000000; end
 else if (r==7)  begin out=8'b11111111; led=8'b00000000; end
 else if (r==8)  begin out=8'b11111111; led=8'b00000000; end
 else if (r==9)  begin out=8'b11111111; led=8'b00000000; end
 else if (r==10) begin out=8'b11111111; led=8'b00000000; end
 else if (r==11) begin out=8'b11111111; led=8'b00000000; end
 else if (r==12) begin out=8'b11111111; led=8'b00000000; end
 else if (r==13) begin out=8'b11111111; led=8'b00000000; end
 else if (r==14) begin out=8'b11111111; led=8'b00000000; end
		end
end
endmodule
```

## flow/run.sh

```bash
#!/bin/bash
# OpenROAD 26Q1-2900-gdf79404cd8, Yosys 0.63+post, stock flow scripts
make -C /OpenROAD-flow-scripts/flow DESIGN_CONFIG=/design/flow/config.mk WORK_HOME=/design/flow/orfs finish
```

## flow/config.mk

```make
export PLATFORM = sky130hd
export DESIGN_NAME = jhgj
export DESIGN_NICKNAME = jhgj
export VERILOG_FILES = /design/flow/design.v
export SDC_FILE = /design/flow/constraint.sdc
export NUM_CORES = 4
export LEC_CHECK = 1
export CORE_UTILIZATION = 40
```

## flow/constraint.sdc

```tcl
current_design jhgj

set clk_period 5.2
set clk_io_pct 0.2

create_clock -name clk0 -period $clk_period [get_ports {clk}]

set non_clock_inputs [all_inputs -no_clocks]
set_input_delay [expr $clk_period * $clk_io_pct] -clock clk0 $non_clock_inputs
set_output_delay [expr $clk_period * $clk_io_pct] -clock clk0 [all_outputs]
```

==> qor.yml <==
outcome: "finished, final reports clean"
maxCapViolCount: 0
p_per_area_nw_per_um2: 106
cp_num_buf_inv: 1
report.final.hold_viol_count: 0
critPathTopFamily: "flip-flops"
number_of_antenna_violations_at_the_first_check_in_global_routing: 0
ys_sh_xor: 0.100
cts.root.buffer_cell: "clkbuf_8"
layout-drive-gt1-share: 0.0301
layout.filler_cells: 574
placed_instance_count: 403
top_cells_by_area: "dfxtp_1, ha_1, xnor2_1, dlxtn_1, nor2_1"
hpwlAfterDp_um: 3790
synth-main-ff-cell: "dfxtp_1"
clk_path_buf_depth: 2
wirelength_um: 5020
count_of_endpoints_without_a_timing_constraint: 55
chipArea_um2: 6650
yosys.stat.chipArea_um2: 2530
clock-skew-final_ps: 1.76
drt_first_iter_violations: 109
synthMostInstantiatedCell: "dfxtp_1"
part_of_the_total_power_dissipated_in_combinational_logic: 0.013
die-height_um: 81.6
clock_latency_ps: 270
post_synth_ao_oa_area_fraction: 0.129
die_width_um: 81.6
flow.area_growth_from_synthesis_pct: 24.2
wl_per_cell_um: 12.3
drt.antenna.violating_nets: 0
cts_tree: "yes"
openroad.warnings: 37
worst_slew_pin_slew_ps: 543
clkTransAtPathRegs_ps: 90
synth_cells: 288
worst_path_largest_cell_delay_ps: 670
class_of_the_worst_hold_path: "flop to flop"
synth_flops: 53
post_synth_fa_ha_maj_area_fraction: 0.0791
first_pass_grt_wire_length_um: 8170
yosysUniqueCellTypes: 48
rows: 28
worstPathCellList: "clkdlybuf4s50_1"
floorplan_core_density: 0.420
netlist_top_cells_count: "dfxtp_1, nor2_1, xnor2_1"
first_pass_iters: 5
antenna-diode-count: 0
mi_comb_area_um2: 1400
cts-hold-fix-buffers: 0
seq_power_share: 0.600
enable_flop_cells: 0
mappedNetlistArea_um2: 2530
synth.top_cell.area_share: 0.324
ys_sh_mux: 0.00395
design.core.area_um2: 6030
cts_resized: 0
critical_path_class: "flop to output pin"
finalClockPeriodUsage: 0.489
period_needed_ps: 2540
critical_path.max_fanout: 17
synthArstFlopShare: 0
synth.avg_cell_area_um2: 8.79
final-max-slew-violation-count: 0
crit_slowest_cell: "dfxtp_1"
max_freq_mhz: 393
power_frac_clock: 0.387
timing.setup.tns_ps: 0
post_drt_via_cell_ratio: 5.03
cp-end-kind: "output pin"
p_int_mw: 0.268
cp_data_arrival_time_ps: 1500
layout.area.seq_um2: 1000
yosys_warnings: 1
logic_family: "simple AND/OR/NAND/NOR gates"
buffer_ports.inserted: 55
layoutNonFillerInstCount: 407
unclocked_pins: 27
p_sw_frac: 0.192
largest_area_cell: "dfxtp_1"
post-cts-setup-buffer-count: 0
net_switching_power_of_the_design_mw: 0.0637
type_of_origin_of_the_critical_path: "flop"
grt_start_max_net_pins: 18
grt_use_total: 0.157
area_fraction_in_and_or_nand_and_nor_cells: 0.230
first_global_vias: 1737
grt_setup_unrepaired: "false"
setup_violations: 0
detail_route.drc_violations: 0
yosysCellCount: 288
htree_num_levels: 1
grt-ovfl-total: 0
top_level_ports: 63
worst_slew_margin_rel: 0.638
vdd.ir_drop.worst_uv: 166
cts_buffers: 3
cp.required_ps: 4160
p_leak_nw: 1.20
route.vias.total: 2048
gp_routability_congestion: 0.800
kinds of logic after synthesis:
kind of cell | Yosys count
AOI/OAI and AO/OA | 49
xor gates and xnor gates | 29
adders and majority gates | 16
buffers and inverters | 32
DFF | 41
latches | 12
muxes | 1
other | 2
and+or+nand+nor | 106
path summary, 6_finish.rpt:
kind,slack [ps],startpoint,end,cells past startpoint
min,460,c[0],c[0],1
max,2660,c[25],c[25],1
max reg2reg,3550,c[0],c[18],5
min reg2reg,460,c[0],c[0],1
area by class of cell:
cell class                 count  share of cell area
multi-input combinational    208               0.445
sequential                    53               0.318
timing repair buffer          55               0.175
tap                           75              0.0299
clock buffer                   4              0.0175
inverter                      12              0.0143
sequential cells by signal, summed over array words and instances (netlist names):
signal,flops
am,3
c,26
g,5
led,3
out,6
r,5
y,5
through the flow:
stage	total power [mW]	area, um2	setup WS (ps)	util	hold WS (ps)
3_5_place_dp	0.208	3090	2920	0.512	436
3_3_place_gp	0.209	3090	2930	0.512	431
5_1_grt	0.347	3140	2520	0.522	502
2_1_floorplan	0.210	2550	3680	-	395
4_1_cts	0.336	3140	2610	0.522	460
6_report	0.332	3140	2660	0.522	456
power groups by stage:
stage     combinational, mW  clock, mW  sequential [mW]
4_1_cts             0.00462      0.132            0.199
5_1_grt             0.00513      0.143            0.199
6_report            0.00441      0.129            0.199
layer usage:
layer	wire, um	GRT usage	vias to the layer above
met3	170	0.00676	2
met4	29	0.0143	0
li1	-	-	1069
met5	0	0	-
met2	2320	0.254	48
met1	2510	0.246	929
layout by cell type (no fill, tap or decap), types with 2 or more instances in the layout:
| cell type | n |
|---|---|
| clkbuf_8 | 4 |
| and3_1 | 3 |
| xnor2_1 | 22 |
| nand2_1 | 19 |
| nor4_1 | 3 |
| nand4_1 | 4 |
| a21oi_1 | 14 |
| or3_1 | 3 |
| nand2b_1 | 5 |
| inv_1 | 12 |
| nor4_4 | 2 |
| and4_1 | 4 |
| a211oi_1 | 2 |
| or2_2 | 2 |
| dfxtp_1 | 41 |
| ha_1 | 16 |
| nand3_1 | 13 |
| nor2_1 | 27 |
| dlxtn_1 | 12 |
| nor2b_1 | 2 |
| nand3b_1 | 2 |
| o22ai_1 | 4 |
| conb_1 | 7 |
| nor3_1 | 12 |
| o211ai_1 | 4 |
| o21ai_0 | 8 |
| clkdlybuf4s50_1 | 55 |
| or4_1 | 2 |
| o21a_1 | 3 |
| and3b_1 | 2 |
| xor2_1 | 7 |
| a311oi_1 | 2 |
Power figures rest on the tool's default switching activity, not on a simulated workload.
